[design/flow/config.mk]
export PLATFORM = sky130hd
export DESIGN_NAME = ALU
export DESIGN_NICKNAME = ALU
export VERILOG_FILES = /design/flow/design.v
export SDC_FILE = /design/flow/constraint.sdc
export NUM_CORES = 4
export LEC_CHECK = 1
export CORE_UTILIZATION = 50
export SYNTH_HDL_FRONTEND = slang
[design/flow/constraint.sdc]
current_design ALU

set clk_period 10.8
set clk_io_pct 0.2

create_clock -name clk0 -period $clk_period

set non_clock_inputs [all_inputs -no_clocks]
set_input_delay [expr $clk_period * $clk_io_pct] -clock clk0 $non_clock_inputs
set_output_delay [expr $clk_period * $clk_io_pct] -clock clk0 [all_outputs]
[design/flow/design.v]
module ALUcntrl
(
input [3:0] Opcode,
input [3:0] OpcodeExt_ImmHi,
input [15:0] Reg2Data,
input [3:0] Rsrc_ImmLo,
output reg [3:0] ALUctrl,
output reg [15:0] Rsrc_Imm
);
reg [15:0] signExt, zeroExt, shiftExt;
reg [7:0] Imm;
parameter ADDI = 4'b0101;
parameter SUBI = 4'b1001;
parameter CMPI = 4'b1011;
parameter ANDI = 4'b0001;
parameter ORI = 4'b0010;
parameter XORI = 4'b0011;
parameter MOVI = 4'b1101;
parameter LSH= 4'b1000;
parameter LUI = 4'b1111;
parameter ADD = 4'b0101;
parameter SUB = 4'b1001;
parameter CMP = 4'b1011;
parameter AND = 4'b0001;
parameter OR = 4'b0010;
parameter XOR = 4'b0011;
parameter MOV = 4'b1101;
initial begin
	Imm <= 8'b0;
end
always@(*) begin
	Rsrc_Imm <= 16'b0;
	Imm <= {OpcodeExt_ImmHi[3:0], Rsrc_ImmLo[3:0]};  
	zeroExt <= {8'b00000000, Imm[7:0]};  
	signExt <= {{8{Imm[7]}}, Imm[7:0]};  
	shiftExt <= {{12{Rsrc_ImmLo[3]}}, Imm[3:0]};  
	case(Opcode) 
		ADDI: begin ALUctrl <= 4'b0101; Rsrc_Imm <= signExt; end
		SUBI: begin ALUctrl <= 4'b1001; Rsrc_Imm <= signExt; end
		CMPI: begin ALUctrl <= 4'b1011; Rsrc_Imm <= signExt; end
		ANDI: begin ALUctrl <= 4'b0001; Rsrc_Imm <= zeroExt; end
		ORI: begin ALUctrl <= 4'b0010; Rsrc_Imm <= zeroExt; end
		XORI: begin ALUctrl <= 4'b0011; Rsrc_Imm <= zeroExt; end
		MOVI: begin ALUctrl <= 4'b1101; Rsrc_Imm <= zeroExt; end
		LSH:
			if(OpcodeExt_ImmHi[2])  
			begin
				ALUctrl <= 4'b0100;
			end
		else if (OpcodeExt_ImmHi[0])
			begin
				ALUctrl <= 4'b0111;  
				Rsrc_Imm <= shiftExt;
			end
		else 
			begin
				ALUctrl <= 4'b0000;  
				Rsrc_Imm <= shiftExt;
			end
		LUI:
		begin
			ALUctrl <= 4'b1111; 
			Rsrc_Imm <= {{0{0}}, Imm[7:0]};
		end
		default: case(OpcodeExt_ImmHi)  
			ADD: begin ALUctrl <= 4'b0101; Rsrc_Imm <= Reg2Data; end
			SUB: begin ALUctrl <= 4'b1001; Rsrc_Imm <= Reg2Data; end
			CMP: begin ALUctrl <= 4'b1011; Rsrc_Imm <= Reg2Data; end
			AND: begin ALUctrl <= 4'b0001; Rsrc_Imm <= Reg2Data; end
			OR: begin ALUctrl <= 4'b0010; Rsrc_Imm <= Reg2Data; end
			XOR: begin ALUctrl <= 4'b0011; Rsrc_Imm <= Reg2Data; end
			MOV: begin ALUctrl <= 4'b1101; Rsrc_Imm <= Reg2Data; end
			default: begin ALUctrl <= 4'b0000; Rsrc_Imm <= Reg2Data; end 
			endcase
		endcase
	end
endmodule
module ALU (
	input ALUen,
	input [15:0] Rdest,
	input [15:0] Rsrc,
	input [3:0] alucont,
	output reg [15:0] result,
	output reg [15:0] PSR
);
parameter ADD = 4'b0101;
parameter SUB = 4'b1001;
parameter AND = 4'b0001;
parameter OR = 4'b0010;
parameter XOR = 4'b0011;
parameter LSH = 4'b0100;
parameter LSHI = 4'b0000;
parameter RSHI = 4'b0111;
parameter CMP = 4'b1011;
parameter MOV = 4'b1101;
parameter LUI = 4'b1111;
reg [16:0] temp;   
initial begin
	PSR = 16'b0000000000000000;  
end
always @(*) begin
	result = 16'b0;
	temp = 16'b0;
	if (ALUen) begin
	case (alucont)
		AND: result = Rdest & Rsrc;  
		OR: result = Rdest | Rsrc;   
		XOR: result = Rdest ^ Rsrc;  
		MOV: result = Rsrc; 		 
		ADD: begin
			temp = Rdest + Rsrc;  
			result = temp[15:0];  
			PSR[0] = temp[16];  
			PSR[5] = (Rdest[15] == Rsrc[15]) && (result[15] != Rdest[15]);  
		end
		SUB: begin
			temp = Rdest + (~Rsrc + 1);  
			result = temp[15:0];  
			PSR[0] = temp[16];  
			PSR[5] = (Rdest[15] != Rsrc[15]) && (result[15] != Rdest[15]);  
		end
		LSH: begin
			if (Rsrc == 16'b1111111111111111) begin       
				 result = Rdest >> 1;          				 
			end else if (Rsrc == 16'h0001) begin			 
				 result = Rdest << 1;          				 
			end else begin
				 result = Rdest;               				 
			end
      end
		LSHI:begin
			result = Rdest << Rsrc;  
		end
		RSHI:begin
			result = Rdest >> Rsrc;  
		end
		CMP: begin
			temp = Rdest - Rsrc;	 
		   result = 16'b0;
			PSR[6] = (temp[15:0] == 16'b0);    
			PSR[7] = temp[16];                 
			PSR[2] = (temp[15] == 1'b1);       
		end
		LUI:
			result = (Rsrc << 8) | Rdest[7:0];  
		default: result = 16'b0;  
	endcase
	end
end
endmodule
module mux(
input [15:0] data1, data2,
input select,
output [15:0] dataout
);
assign dataout = select ? data1 : data2;
endmodule
[design/flow/run.sh]
#!/bin/bash
# OpenROAD 26Q1-2900-gdf79404cd8, Yosys 0.63+post, stock flow scripts
make -C /OpenROAD-flow-scripts/flow DESIGN_CONFIG=/design/flow/config.mk WORK_HOME=/design/flow/orfs finish
==> impl_metrics.py <==
# Flow results
metrics = {
    "outcome": {
        "status": "complete, no violations",
    },
    "pwr": {
        "p_per_area_mw_per_mm2": 45.4,
        "vdd_drop_max_mv": 0.0214,
        "p_leak_nw": 2.14,
    },
    "grt": {
        "grt_first_pass_wirelength_um": 30100,
        "grt_antenna_before_repair": 0,
        "grt_max_degree": 49,
        "grt_pass1_vias": 5092,
        "grt_overflow_total": 0,
        "grt_use_total_pct": 39.2,
    },
    "setup_path": {
        "critPathLaunchType": "input port",
        "critPathKind": "in -> out",
        "crit_fanout": 17,
        "cp.required_ns": 8.64,
        "arrival_ns": 6.25,
        "end_kind": "output port",
    },
    "synth": {
        "edf_count": 0,
        "async_reset_ff_share_pct": 0,
        "ys.flops": 5,
        "netlist_instances": 747,
        "synth.avg_cell_area_um2": 6.67,
        "top_area_cell": "ha_1",
        "synth-main-ff-cell": "dlxtp_1",
        "synth.distinct_cells": 77,
        "ys_area_mm2": 0.00498,
        "ys_cells": 747,
        "top_cell_area_share_pct": 12.8,
        "yosysWarnings": 0,
        "topCellsByArea": "ha_1 (13%), a21oi_1 (7.0%), nor2_1 (6.3%), nand2_1 (5.0%), o21ai_0 (4.7%)",
        "netlist_area_mm2": 0.00498,
    },
    "routing": {
        "met1Wirelength_um": 8400,
        "drt-vias-per-instance": 6.77,
        "diodes": 0,
        "drt_iter0_markers": 667,
        "wl_met2_um": 8670,
        "wl_met3_um": 2130,
        "num_vias": 6008,
        "wl_um": 20100,
        "ant_nets": 0,
        "firstDrtPassIters": 6,
        "drc": 0,
        "top_layer_used": "met4",
        "post_drt_wl_per_cell_um": 22.7,
    },
    "final_timing": {
        "tightest_slew_ns": 0.916,
        "finalSetupViolations": 0,
        "untimed_endpoints": 10,
        "postLayoutSetupSlackWorst_ns": 2.39,
        "finalHoldViolations": 0,
        "drv_slew": 0,
        "finalCritPeriodShare_pct": 77.9,
        "max_slew_margin_pct": 38.7,
        "clock.fmax_mhz": 119,
        "unclocked_regs": 5,
        "fin_crit_ns": 8.41,
        "rsz0062_at_grt": "false",
        "fin_tns_setup_ns": 0,
    },
    "placed_design": {
        "gp_congestion": 1.06,
        "post-dp-hpwl_um": 15600,
        "portBuffers": 58,
        "preCtsSetupSlack_ns": 2.53,
    },
    "min_path": {
        "min_path_cells": 5,
        "hold_class": "in -> out",
    },
    "clock_tree": {
        "postCtsSetupBuffers": 0,
        "cts_hold_buf": 0,
        "post_cts_resize_count": 0,
    },
    "floorplan": {
        "pin_count": 69,
        "die_w_um": 102,
        "initial_utilization_pct": 51.2,
        "rows": 36,
        "core_mm2": 0.00973,
        "die_y_um": 102,
        "die-area_mm2": 0.0104,
    },
    "cells_and_area": {
        "synthToLayoutAreaGrowth_pct": 9.24,
        "largest_reg_flops": 5,
        "comb_area_mm2": 0.00437,
        "nFillCells": 969,
        "ff_latch_area_um2": 75.1,
        "drive_above_1_share_pct": 6.10,
    },
    "job": {
        "warnings": 68,
        "cap_viol_max_count": 0,
    },
}
path summary, 6_finish.rpt:
kind                    start    endpoint
worst max-delay path  Rsrc[4]  result[14]
worst min-delay path    ALUen  result[15]
synth_stat cells, types with 3 or more instances:
library cell / count
nor2_1: 84
a21oi_1: 70
nand2_1: 66
ha_1: 51
o21ai_0: 47
inv_1: 45
clkbuf_1: 28
buf_2: 22
mux2i_1: 21
o211ai_1: 19
a22oi_1: 18
xnor2_1: 16
a221oi_1: 15
a31oi_1: 15
nor3_1: 15
nand3_1: 14
buf_4: 12
o22ai_1: 11
nand2b_1: 10
mux4_2: 9
nor2b_1: 9
a211oi_1: 8
a21o_1: 8
and2_1: 8
o21bai_1: 8
buf_6: 7
mux2_2: 6
nand4_1: 6
a221o_1: 5
dlxtp_1: 5
nor4_1: 5
o221ai_1: 5
or3_1: 5
a211o_1: 4
and3_1: 4
o2111ai_1: 4
o21a_1: 4
or2_2: 4
xor2_1: 4
o311ai_0: 3
or4_1: 3
routing by layer:
layer,track usage [%],up-vias
li1,-,2754
met1,56.9,2767
met2,58.6,410
met3,6.75,77
met4,14.8,0
met5,0,-
cells in the final DEF (no fill, tap or decap), drive strengths merged, types with 5 or more instances in the layout:
master	netlist	layout
nand4	6	6
a221o	5	5
conb	1	11
ha	51	51
mux4	9	9
a21o	8	8
buf	43	12
a221oi	16	16
nor2b	9	9
nand2	66	66
nor2	84	84
o211ai	19	19
a31oi	15	15
nand3	14	14
o221ai	6	6
o21bai	8	8
a21oi	70	70
inv	46	46
a22oi	18	18
nand2b	10	10
or3	5	5
mux2	6	6
clkdlybuf4s50	0	57
nor4	8	8
mux2i	21	21
o21ai	51	51
and2	8	8
o22ai	11	11
xnor2	16	16
dlxtp	5	5
nor3	15	15
a211oi	8	8
per-stage QoR:
step / power [mW] / util (%) / area (µm²) / hold slack (ns) / instances
floorplan: 0.168 / - / 5020 / 4.45 / 757
global placement: 0.238 / 55.9 / 5440 / 5.57 / 887
detailed placement: 0.238 / 55.9 / 5440 / 5.55 / 887
CTS: 0.240 / 55.9 / 5440 / 5.55 / 887
global route: 0.264 / 55.9 / 5440 / 5.61 / 887
finish: 0.247 / 55.9 / 5440 / 5.55 / 887
worst max-delay path: stages:
cell	delay [ns]
clkdlybuf4s50_1	1.01
inv_1	0.33
ha_1	0.59
nor3_1	0.11
a21oi_1	0.19
a21oi_1	0.14
o41ai_2	0.53
o21bai_1	0.17
o31ai_1	0.22
a21oi_1	0.11
o22ai_1	0.20
clkdlybuf4s50_1	0.49
report_power, final:
part / internal (mW) / switching, mW / leakage [nW]
registers: 0.000933 / 0.0000219 / 0.0385
logic: 0.0952 / 0.151 / 2.10
clock network: 0 / 0 / 0
total: 0.0961 / 0.151 / 2.14
area by class of cell:
type,instances,share of cell area [%]
Multi-Input combinational cell,633,80.2
Timing Repair Buffer,69,12.1
Inverter,47,3.24
Tap cell,133,3.06
Sequential cell,5,1.38
cell families after synthesis:
family / count (synthesis) / synth area share (%)
fa+ha+maj: 53 / 13.6
other cells: 1 / 0.0753
mux: 36 / 9.65
xor+xnor: 20 / 3.52
latches: 5 / 1.51
simple gates: 243 / 23.5
compound gates: 270 / 36.5
buf+inv: 119 / 11.6
Power figures rest on the tool's default switching activity, not on a simulated workload.
