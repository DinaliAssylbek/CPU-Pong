[/design/flow/run.sh]
#!/bin/bash
# OpenROAD 26Q1-2900-gdf79404cd8, Yosys 0.63+post, stock flow scripts
make -C /OpenROAD-flow-scripts/flow DESIGN_CONFIG=/design/flow/config.mk WORK_HOME=/design/flow/orfs finish
[/design/flow/config.mk]
export PLATFORM = sky130hd
export DESIGN_NAME = PCControl
export DESIGN_NICKNAME = PCControl
export VERILOG_FILES = /design/flow/design.v
export SDC_FILE = /design/flow/constraint.sdc
export NUM_CORES = 4
export LEC_CHECK = 1
export CORE_UTILIZATION = 50
export SYNTH_HDL_FRONTEND = slang
[/design/flow/constraint.sdc]
current_design PCControl

set clk_period 7.0
set clk_io_pct 0.2

create_clock -name clk0 -period $clk_period [get_ports {clk}]

set non_clock_inputs [all_inputs -no_clocks]
set_input_delay [expr $clk_period * $clk_io_pct] -clock clk0 $non_clock_inputs
set_output_delay [expr $clk_period * $clk_io_pct] -clock clk0 [all_outputs]
[/design/flow/design.v]
module PCControl(
input clk, PCen, Reset,
input [15:0] PSR,             
input [15:0] RegData,
input [3:0] dispLo,           
input [3:0] OpcodeExt_dispHi,
input [3:0] CondRlink,        
input [3:0] Opcode,           
output reg [15:0]PC           
);
reg [3:0] RlinkIndex;
reg [15:0] Rlink [7:0];
parameter JUMP = 4'b0100;
parameter BCOND = 4'b1100;
parameter EQ = 4'b0000;  
parameter NE = 4'b0001;  
parameter GE = 4'b1101;  
parameter CS = 4'b0010;  
parameter CC = 4'b0011;  
parameter HI = 4'b0100;  
parameter LS = 4'b0101;  
parameter LO = 4'b1010;  
parameter HS = 4'b1011;  
parameter GT = 4'b0110;  
parameter LE = 4'b0111;  
parameter FS = 4'b1000;  
parameter FC = 4'b1001;  
parameter LT = 4'b1100;  
parameter UC = 4'b1110;  
parameter JAL = 4'b1000;  
parameter JCOND = 4'b1100;  
parameter RET = 4'b1111;  
initial begin
	PC <= 16'h0;
	RlinkIndex <= 0;
end
always @(posedge clk) begin
if(~Reset) PC <= 16'h0;
if(PCen)begin
    case (Opcode)
        JUMP: begin
            case (OpcodeExt_dispHi)
                JAL: begin
						  if (RlinkIndex < 8) begin
								Rlink[RlinkIndex] <= PC + 1'b1;
								RlinkIndex <= RlinkIndex + 1'b1;
							end
                    PC <= RegData;
                end
                JCOND: begin
                    case (CondRlink)
                        EQ: PC <= PSR[6] ? RegData : PC + 1'b1;   
                        NE: PC <= ~PSR[6] ? RegData : PC + 1'b1;  
                        GE: PC <= (PSR[7] | PSR[6]) ? RegData : PC + 1'b1;  
                        CS: PC <= PSR[0] ? RegData : PC + 1'b1;  
                        CC: PC <= ~PSR[0] ? RegData : PC + 1'b1;  
                        HI: PC <= PSR[2] ? RegData : PC + 1'b1;  
                        LS: PC <= ~PSR[2] ? RegData : PC + 1'b1;  
                        LO: PC <= (~PSR[2] & ~PSR[6]) ? RegData : PC + 1'b1;  
                        HS: PC <= (PSR[2] | PSR[6]) ? RegData : PC + 1'b1;  
                        GT: PC <= PSR[7] ? RegData : PC + 1'b1;  
                        LE: PC <= ~PSR[7] ? RegData : PC + 1'b1;  
                        FS: PC <= PSR[5] ? RegData : PC + 1'b1;  
                        FC: PC <= ~PSR[5] ? RegData : PC + 1'b1;  
                        LT: PC <= (~PSR[7] & ~PSR[6]) ? RegData : PC + 1'b1;  
                        UC: PC <= RegData;  
                        default: PC <= PC + 1'b1;  
                    endcase
                end
                RET: begin
					 if(RlinkIndex >0) begin
							RlinkIndex <= RlinkIndex - 1;
                    PC <= Rlink[RlinkIndex - 1];
                end else begin
						 PC <= PC +1;
						 end
					 end
                default: PC <= PC + 1'b1;  
            endcase
        end
        BCOND: begin
            case (CondRlink)
                EQ: PC <= PSR[6] ? PC + {{8{OpcodeExt_dispHi[3]}},OpcodeExt_dispHi[3:0], dispLo[3:0]} : PC + 1'b1;   
                NE: PC <= ~PSR[6] ? PC + {{8{OpcodeExt_dispHi[3]}},OpcodeExt_dispHi[3:0], dispLo[3:0]} : PC + 1'b1;  
                GE: PC <= (PSR[7] | PSR[6]) ? PC + {{8{OpcodeExt_dispHi[3]}},OpcodeExt_dispHi[3:0], dispLo[3:0]} : PC + 1'b1;  
                CS: PC <= PSR[0] ? PC + {{8{OpcodeExt_dispHi[3]}},OpcodeExt_dispHi[3:0], dispLo[3:0]} : PC + 1'b1;  
                CC: PC <= ~PSR[0] ? PC + {{8{OpcodeExt_dispHi[3]}},OpcodeExt_dispHi[3:0], dispLo[3:0]} : PC + 1'b1;  
                HI: PC <= PSR[2] ? PC + {{8{OpcodeExt_dispHi[3]}},OpcodeExt_dispHi[3:0], dispLo[3:0]} : PC + 1'b1;  
                LS: PC <= ~PSR[2] ? PC + {{8{OpcodeExt_dispHi[3]}},OpcodeExt_dispHi[3:0], dispLo[3:0]} : PC + 1'b1;  
                LO: PC <= (~PSR[2] & ~PSR[6]) ? PC + {{8{OpcodeExt_dispHi[3]}},OpcodeExt_dispHi[3:0], dispLo[3:0]} : PC + 1'b1;  
                HS: PC <= (PSR[2] | PSR[6]) ? PC + {{8{OpcodeExt_dispHi[3]}},OpcodeExt_dispHi[3:0], dispLo[3:0]} : PC + 1'b1;  
                GT: PC <= PSR[7] ? PC + {{8{OpcodeExt_dispHi[3]}},OpcodeExt_dispHi[3:0], dispLo[3:0]} : PC + 1'b1;  
                LE: PC <= ~PSR[7] ? PC + {{8{OpcodeExt_dispHi[3]}},OpcodeExt_dispHi[3:0], dispLo[3:0]} : PC + 1'b1;  
                FS: PC <= PSR[5] ? PC + {{8{OpcodeExt_dispHi[3]}},OpcodeExt_dispHi[3:0], dispLo[3:0]} : PC + 1'b1;  
                FC: PC <= ~PSR[5] ? PC + {{8{OpcodeExt_dispHi[3]}},OpcodeExt_dispHi[3:0], dispLo[3:0]} : PC + 1'b1;  
                LT: PC <= (~PSR[7] & ~PSR[6]) ? PC + {{8{OpcodeExt_dispHi[3]}},OpcodeExt_dispHi[3:0], dispLo[3:0]} : PC + 1'b1;  
                UC: PC <= PC + {{8{OpcodeExt_dispHi[3]}},OpcodeExt_dispHi[3:0], dispLo[3:0]};  
                default: PC <= PC + 1'b1;  
            endcase
        end
        default: PC <= PC + 1'b1;  
    endcase
	 end
end
endmodule
==> impl_results.html <==
<h3>Flow metrics</h3>
<table>
<tr><th>Metric</th><th>Value</th></tr>
<tr><th colspan="2">Global routing</th></tr>
<tr><td>Met2 demand-to-capacity share in global routing</td><td>59.1%</td></tr>
<tr><td>First-pass GRT wire length</td><td>62.1 mm</td></tr>
<tr><td>GR Util met1</td><td>62.0%</td></tr>
<tr><td>Met3 track demand over resource in global routing</td><td>18.1%</td></tr>
<tr><td>Largest net degree at the start of global routing</td><td>50</td></tr>
<tr><td>Initial antenna violation count</td><td>3</td></tr>
<tr><td>Via count of the first global-routing pass</td><td>9693</td></tr>
<tr><td>Global router's overall resource usage</td><td>42.2%</td></tr>
<tr><td>Peak-usage layer in the global routing report</td><td>met1</td></tr>
<tr><td>Total overflow reported by the global router</td><td>0</td></tr>
<tr><th colspan="2">Floorplan</th></tr>
<tr><td>Die span in x</td><td>148 um</td></tr>
<tr><td># IOs</td><td>67</td></tr>
<tr><td>Rows</td><td>52</td></tr>
<tr><td>Vert. Die Dim</td><td>148 um</td></tr>
<tr><td>Placeable core region</td><td>20500 sq um</td></tr>
<tr><td>Total die size</td><td>21800 sq um</td></tr>
<tr><td>Floorplan Utilization</td><td>51.7%</td></tr>
<tr><th colspan="2">Run status</th></tr>
<tr><td>Outcome</td><td>finished clean</td></tr>
<tr><th colspan="2">Logic synthesis</th></tr>
<tr><td>Mapped cell area</td><td>10600 sq um</td></tr>
<tr><td>Number of enable flip-flop cells</td><td>148</td></tr>
<tr><td>Unique cell types</td><td>98</td></tr>
<tr><td>Async S/R FF share, synth</td><td>0%</td></tr>
<tr><td>Synth Register Bits</td><td>148</td></tr>
<tr><td>Syn Area/Cell</td><td>10.1 sq um</td></tr>
<tr><td>Post-synthesis cell count</td><td>1054</td></tr>
<tr><td>Total cell area reported by yosys after synthesis</td><td>10600 sq um</td></tr>
<tr><td>Post-synth seq share</td><td>41.9%</td></tr>
<tr><td>Number of cells in the yosys synthesis report</td><td>1054</td></tr>
<tr><td>Yosys warning tally</td><td>0</td></tr>
<tr><td>Most used flip-flop cell</td><td>sky130_fd_sc_hd__edfxtp_1</td></tr>
<tr><th colspan="2">Placement</th></tr>
<tr><td>HPWL Detailed</td><td>30.2 mm</td></tr>
<tr><td>Number of placed instances with taps included</td><td>1351</td></tr>
<tr><td>Routability congestion estimate</td><td>1.09</td></tr>
<tr><td>Number of port buffers</td><td>55</td></tr>
<tr><th colspan="2">Setup path</th></tr>
<tr><td>Crit. Startpoint</td><td>CondRlink[3]</td></tr>
<tr><td>Crit end category</td><td>flip-flop</td></tr>
<tr><td>Data required time at the worst endpoint</td><td>7.13 ns</td></tr>
<tr><td>Internal reg-to-reg setup slack</td><td>2.76 ns</td></tr>
<tr><td>Sort of element at the start of the critical path</td><td>primary input</td></tr>
<tr><td>Crit Path Class</td><td>in -&gt; reg</td></tr>
<tr><td>Max FO, Critical Path</td><td>26</td></tr>
<tr><td>Launch point of the worst reg-to-reg path</td><td>RlinkIndex[0]$_DFFE_PP_</td></tr>
<tr><td>WP data arrival</td><td>5.44 ns</td></tr>
<tr><td>R2R Path End</td><td>PC[12]$_SDFFCE_PN0P_</td></tr>
<tr><td>Cell count of the worst reg-to-reg path</td><td>11</td></tr>
<tr><td>Crit path to</td><td>PC[6]$_SDFFCE_PN0P_</td></tr>
<tr><th colspan="2">Flow run</th></tr>
<tr><td>Number of OpenROAD warnings</td><td>37</td></tr>
<tr><td>Max-cap violation count</td><td>0</td></tr>
<tr><th colspan="2">Pwr</th></tr>
<tr><td>Leakage Power</td><td>4.21 nW</td></tr>
<tr><td>Worst IR Drop VDD</td><td>0.177 mV</td></tr>
<tr><td>PwrDens</td><td>212 nW/um^2</td></tr>
<tr><th colspan="2">CTS</th></tr>
<tr><td>Clock tree from TritonCTS</td><td>yes</td></tr>
<tr><td>Clock network latency to the later pin of the worst-skew pair</td><td>0.42 ns</td></tr>
<tr><td>Count of hold buffers inserted by post-cts repair</td><td>0</td></tr>
<tr><td>Clock H-tree levels</td><td>4</td></tr>
<tr><td>TritonCTS sink count</td><td>148</td></tr>
<tr><td>Setup bufs post-CTS</td><td>0</td></tr>
<tr><td>Clock Tree Root</td><td>sky130_fd_sc_hd__clkbuf_16</td></tr>
<tr><td>Cells resized by post-CTS repair</td><td>0</td></tr>
<tr><td>Reg clk slew, reported paths</td><td>0.07 ns</td></tr>
<tr><td>Total CTS buffers</td><td>17</td></tr>
<tr><td>Maximum buffer depth of the clock tree</td><td>2</td></tr>
<tr><th colspan="2">Cells and area</th></tr>
<tr><td>Fillers</td><td>1756</td></tr>
<tr><td>Flip-flop and latch area</td><td>4440 sq um</td></tr>
<tr><td>Final Util</td><td>58.8%</td></tr>
<tr><td>Post-route insts no fill</td><td>1384</td></tr>
<tr><td>Comb. cell area</td><td>5700 sq um</td></tr>
<tr><td>Layout overhead on the synthesized area</td><td>13.8%</td></tr>
<tr><td>Layout cells sized above 1</td><td>12.9%</td></tr>
<tr><th colspan="2">Timing</th></tr>
<tr><td>Hold violation count in the final report</td><td>0</td></tr>
<tr><td>Time the worst path needs with I/O delays and setup</td><td>5.31 ns</td></tr>
<tr><td>Transition at the pin with the smallest max-transition slack</td><td>1.05 ns</td></tr>
<tr><td>Highest Clock Rate</td><td>188 MHz</td></tr>
<tr><td>Setup_tns</td><td>0 ns</td></tr>
<tr><td>Final Setup Violations</td><td>0</td></tr>
<tr><td>Pins Over Slew Limit</td><td>0</td></tr>
<tr><td>Unrepaired setup endpoints after global routing</td><td>no</td></tr>
<tr><td>Relative slew margins</td><td>29.8%</td></tr>
<tr><td>Portion of the clock cycle consumed by the worst path in the final layout</td><td>75.8%</td></tr>
<tr><td>Worst-case clock skew</td><td>0.00973 ns</td></tr>
<tr><th colspan="2">Detailed routing</th></tr>
<tr><td>Number of nets with antenna violations after routing</td><td>0</td></tr>
<tr><td>Number of detailed-routing iterations run before antenna repair</td><td>9</td></tr>
<tr><td>Post-Route WL</td><td>42.4 mm</td></tr>
<tr><td>Total via count after detailed routing</td><td>9912</td></tr>
<tr><td>Wire length per cell</td><td>30.6 um</td></tr>
<tr><td>Vias per cell</td><td>7.16</td></tr>
<tr><td>Count of routing violations after the opening detailed-route iteration</td><td>1290</td></tr>
<tr><td>DRC Markers</td><td>0</td></tr>
<tr><th colspan="2">Worst hold path</th></tr>
<tr><td>Hold crit path type</td><td>reg -&gt; reg</td></tr>
</table>
[worst min path at each step]
| stage | from | endpoint | slack (ns) | cells past startpoint |
|---|---|---|---|---|
| CTS | RlinkIndex[3]$_DFFE_PP_ | RlinkIndex[3]$_DFFE_PP_ | 0.70 | 1 |
| global route | RlinkIndex[3]$_DFFE_PP_ | RlinkIndex[3]$_DFFE_PP_ | 0.77 | 1 |
| finish | RlinkIndex[3]$_DFFE_PP_ | RlinkIndex[3]$_DFFE_PP_ | 0.70 | 1 |
[layer usage]
layer	routed length (um)	part of all wire, %	up-vias
met5	13	0.031	-
met4	2000	4.7	2
met3	6490	15	156
met2	18300	43	856
met1	15700	37	4650
li1	-	-	4248
[power by group]
group	internal, mW	switching (mW)	total, mW
combinational	0.199	0.385	0.584
sequential	1.01	0.0206	1.03
clock	0.542	0.397	0.939
total	1.75	0.803	2.55
[sequential cells by signal (all words and copies together), names as in the netlist]
signal	cells
PC	16
RlinkIndex	4
Rlink	128
[layout make-up]
| class | instances | area share, % |
|---|---|---|
| Tap cell | 270 | 2.80 |
| Antenna cell | 1 | 0.0208 |
| Timing Repair Buffer | 92 | 6.83 |
| Clock inverter | 15 | 1.56 |
| Multi-Input combinational cell | 804 | 47.3 |
| Sequential cell | 148 | 36.9 |
| Inverter | 37 | 1.15 |
| Clock buffer | 17 | 3.53 |
[worst max-delay path, stage by stage]
cell and delay [ns]:
sky130_fd_sc_hd__clkdlybuf4s50_1 0.87, sky130_fd_sc_hd__buf_4 0.39, sky130_fd_sc_hd__nand2b_1 0.59, sky130_fd_sc_hd__nor2_1 0.28
sky130_fd_sc_hd__o21ai_0 0.23, sky130_fd_sc_hd__nand2_1 0.07, sky130_fd_sc_hd__nor3_1 0.34, sky130_fd_sc_hd__o21ai_1 0.13
sky130_fd_sc_hd__a2111oi_0 0.89, sky130_fd_sc_hd__o22ai_1 0.23
[layout by cell type, fill, tap and decap left out, types with 27 or more instances in the layout]
master,netlist,final
sky130_fd_sc_hd__edfxtp_1,148,148
sky130_fd_sc_hd__nand2_1,99,99
sky130_fd_sc_hd__nor2_1,85,79
sky130_fd_sc_hd__a21oi_1,73,73
sky130_fd_sc_hd__o21ai_0,58,58
sky130_fd_sc_hd__clkdlybuf4s50_1,0,54
sky130_fd_sc_hd__buf_4,8,37
sky130_fd_sc_hd__inv_1,34,34
sky130_fd_sc_hd__mux4_2,32,32
sky130_fd_sc_hd__nand3_1,27,27
[kinds of logic (layout without fill, tap and decap cells)]
| family | count (synthesis) | after routing | share of synthesized area (%) |
|---|---|---|---|
| other cells | 0 | 1 | 0 |
| compound gates | 327 | 327 | 20.8 |
| mux | 54 | 54 | 8.94 |
| fa+ha+maj | 19 | 19 | 2.31 |
| xor+xnor | 36 | 36 | 2.97 |
| simple gates | 368 | 368 | 18.4 |
| flops | 148 | 148 | 41.9 |
| buf+inv | 102 | 161 | 4.62 |
[metrics by stage]
stage / total power [mW] / worst slack (ns) / hold slack, ns / instance area [sq um]
floorplan: 1.37 / 2.80 / 0.635 / 10600
CTS: 2.53 / 2.04 / 0.701 / 12100
global route: 2.62 / 1.64 / 0.767 / 12100
finish: 2.55 / 1.69 / 0.703 / 12100
global placement: 1.60 / 1.52 / 0.670 / 11400
detailed placement: 1.60 / 1.62 / 0.684 / 11400
[cell usage after synthesis, types with 17 or more instances]
| library cell | n | area [sq um] |
|---|---|---|
| sky130_fd_sc_hd__nor3_1 | 27 | 135 |
| sky130_fd_sc_hd__o21ai_0 | 58 | 290 |
| sky130_fd_sc_hd__mux4_2 | 32 | 721 |
| sky130_fd_sc_hd__edfxtp_1 | 148 | 4440 |
| sky130_fd_sc_hd__inv_1 | 34 | 128 |
| sky130_fd_sc_hd__o211ai_1 | 17 | 128 |
| sky130_fd_sc_hd__nand3_1 | 27 | 135 |
| sky130_fd_sc_hd__ha_1 | 18 | 225 |
| sky130_fd_sc_hd__buf_2 | 25 | 125 |
| sky130_fd_sc_hd__xnor2_1 | 22 | 193 |
| sky130_fd_sc_hd__nor2_1 | 85 | 319 |
| sky130_fd_sc_hd__o22ai_1 | 24 | 150 |
| sky130_fd_sc_hd__mux2i_1 | 17 | 170 |
| sky130_fd_sc_hd__a21oi_1 | 73 | 365 |
| sky130_fd_sc_hd__a31oi_1 | 19 | 119 |
| sky130_fd_sc_hd__clkbuf_1 | 20 | 75.1 |
| sky130_fd_sc_hd__nand2_1 | 99 | 372 |
Power figures rest on the tool's default switching activity, not on a simulated workload.
