[./config.mk]
export PLATFORM = sky130hd
export DESIGN_NAME = RegFile
export DESIGN_NICKNAME = RegFile
export VERILOG_FILES = /design/flow/design.v
export SDC_FILE = /design/flow/constraint.sdc
export NUM_CORES = 4
export LEC_CHECK = 1
export CORE_UTILIZATION = 30
export SYNTH_HDL_FRONTEND = slang
[./constraint.sdc]
current_design RegFile

set clk_period 1.9
set clk_io_pct 0.2

create_clock -name clk0 -period $clk_period [get_ports {clk}]

set non_clock_inputs [all_inputs -no_clocks]
set_input_delay [expr $clk_period * $clk_io_pct] -clock clk0 $non_clock_inputs
set_output_delay [expr $clk_period * $clk_io_pct] -clock clk0 [all_outputs]
[./design.v]
module RegFile (
	 input Reset,
    input clk,                     
    input En,                      
    input [3:0] read_addr,         
    input [3:0] readwrite_addr,    
    input [15:0] write_data,       
    output [15:0] read_data1,      
    output [15:0] read_data2       
);
	reg [15:0] registers [15:0];
	integer i;  
	initial begin
		$readmemb("C:/Users/Dinal/Documents/TempReg.dat",registers);
	end
always @(posedge clk or negedge Reset) begin
        if (!Reset) begin
            for (i = 0; i < 16; i = i + 1) begin
		    registers[i] <= 16'h0000;  
            end
        end 
	else if (En) begin  
            registers[readwrite_addr] <= write_data;  
        end
		  end
 assign read_data2 = registers[read_addr];  
 assign read_data1 = registers[readwrite_addr];  
endmodule
[./run.sh]
#!/bin/bash
# OpenROAD 26Q1-2900-gdf79404cd8, Yosys 0.63+post, stock flow scripts
make -C /OpenROAD-flow-scripts/flow DESIGN_CONFIG=/design/flow/config.mk WORK_HOME=/design/flow/orfs finish
==> impl_metrics.json <==
{
  "largest_reg_flops": 256,
  "cts_htree_levels": 1,
  "syn_area_um2": 13380,
  "worst-path-buf-inv": 2,
  "cts_made_buffers": 28,
  "fp_util": 0.3032,
  "dieHeight_um": 213.2,
  "hpwl_um": 25570,
  "drc_errors": 0,
  "place_congestion": 0.8449,
  "clk_pin_slew_ns": 0.06,
  "core-area_um2": 44120,
  "routedWlPerCell_um": 23.38,
  "grt_pass1_wl_um": 58610,
  "design_area_um2": 17280,
  "yosys_warnings": 0,
  "crit_path_start_kind": "register",
  "grt_max_degree": 45,
  "first_global_vias": 9265,
  "adder_share": 0,
  "crit_type": "register to primary output",
  "grt_util_all_layers": 0.1830,
  "cp.arrival_ns": 1.97,
  "port_buffers": 58,
  "ys_seq_elements": 256,
  "timing.fmax_mhz": 426.0,
  "fin_util": 0.3916,
  "root_buffer": "clkbuf_16",
  "mux_area_frac": 0.4321,
  "insertedDiodeCount": 0,
  "cts_sinks": 256,
  "finalSetupViolations": 32,
  "failed_checks": "negative setup slack",
  "leakagePower_nw": 7.153,
  "power.total_w": 0.01805,
  "critPathRequiredTime_ns": 1.52,
  "placed_cell_area_um2": 15700,
  "dr.pass1.iters": 4,
  "top_regs": "registers x256",
  "warnings": 27,
  "wl_met3_um": 3325,
  "antenna_left": 0,
  "p_per_area_nw_per_um2": 1044,
  "holdWs_ns": 0.4959,
  "path_delay_family": "multiplexers",
  "ys_sh_xor": 0,
  "yosys.stat.seqShare": 0.4789,
  "topCellsByArea": "dfrtp_1 (48%), mux4_2 (22%), mux2_2 (21%)",
  "chipArea_um2": 45440,
  "rows": 77,
  "synth_cells": 848,
  "status": "complete, but fails checks",
  "finClkSkew_ns": 0,
  "tightest_slew_ns": 0.6020,
  "synth-cells-yosys": 848,
  "synthTopLogicFamily": "multiplexers",
  "ys_sh_aoi": 0.03592,
  "wl_met2_um": 18600,
  "top_area_frac": 0.4789,
  "period_needed_ns": 2.348,
  "io_pins": 59,
  "drive_above_1_share": 0.6863,
  "worstSetupEndpointType": "primary output",
  "wl_met1_um": 14870,
  "top_register": "registers",
  "max_cap_violations": 0,
  "synthSimpleGateAreaFrac": 0.02320,
  "crit_fanout": 2,
  "ys_types": 22,
  "rsz0062_at_grt": "yes",
  "tritoncts": "yes",
  "highest-signal-layer": "met5",
  "finalHoldViolations": 0,
  "drtIter0Drc": 352,
  "grt-ovfl-total": 0,
  "slew_violations": 0,
  "wirelength_um": 38060,
  "synth_top_cell_by_area": "dfrtp_1",
  "cts_buffer_depth": 3,
  "vias": 8466,
  "cp_slowest_cell": "mux4_2",
  "layout_setup_ws_ns": -0.4476,
  "clk_latency_ns": 0.56,
  "crit_chain": "buf_6 > mux4_2 > a22oi_2 > nand2_1 > buf_2",
  "slowest_delay_ns": 0.47,
  "yosysChipArea_um2": 13380,
  "synthToLayoutAreaGrowth_pct": 29.18,
  "hp-class": "input port to asynchronous set/reset pin",
  "slew-limit-headroom": 0.5974,
  "fin_crit_sh": 1.236,
  "antenna_found_initial": 3,
  "die_w_um": 213.2,
  "max-vdd-ir-drop_v": 0.0005711,
  "vias_per_cell": 5.200,
  "syn_area_per_cell_um2": 15.77
}
## worst paths after layout
kind / from / end / slack [ns] / cells after the start
max: registers[53]$_DFFE_PN0P_ / read_data2[5] / -0.45 / 5
min in group clk0: registers[246]$_DFFE_PN0P_ / registers[246]$_DFFE_PN0P_ / 0.52 / 1
max in group asynchronous: Reset / registers[162]$_DFFE_PN0P_ / 1.10 / 3
min: Reset / registers[48]$_DFFE_PN0P_ / 0.50 / 3
min reg2reg: registers[246]$_DFFE_PN0P_ / registers[246]$_DFFE_PN0P_ / 0.52 / 1
max reg2reg: registers[179]$_DFFE_PN0P_ / registers[179]$_DFFE_PN0P_ / 0.91 / 3
## what timing repair did
item                                   in CTS  in global routing
resized                                   176                 17
setup endpoints to repair                  32                 44
pin swaps                                  76                 10
setup buffers                              37                  3
endpoints found under the hold margin      38                  0
hold buffers                                2                  0
## layer usage
layer | vias up | track usage
met4 | 6 | 0.04064
met1 | 4427 | 0.2424
met3 | 79 | 0.07283
met5 | - | 0
met2 | 300 | 0.2907
li1 | 3654 | -
## layout make-up
class / instances / area (µm²)
timing repair buffer: 218 / 2223
clock inverter: 14 / 207.7
fill: 4035 / 26840
multi-input combinational: 512 / 6900
sequential: 256 / 6406
tap: 592 / 740.7
clock buffer: 36 / 802.0
## stage by stage
stage          std cells  setup TNS [ns]  worst slack (ns)
3_3_place_gp        1536         -116.80           -0.7446
5_1_grt             1628          -13.35           -0.5094
3_5_place_dp        1536         -119.71           -0.7320
4_1_cts             1625          -12.10           -0.4874
2_1_floorplan        848               0           0.03861
6_report            1628          -11.34           -0.4476
## kinds of logic after synthesis
group	after synthesis
simple gates	64
compound gates	64
buf+inv	80
flops	256
mux	384
## tightest hold or removal path, delay by kind of cell
family	cells	cell delay, ns
buffers and inverters	3	0.99
## power breakdown
| group | switching, W | internal, W | total (W) |
|---|---|---|---|
| sequential | 0.000881 | 0.00673 | 0.00761 |
| combinational | 0.00157 | 0.00295 | 0.00453 |
| clock | 0.00227 | 0.00364 | 0.00591 |
## synthesized netlist by cell type
cell / instances
mux2_4: 4
clkbuf_1: 36
nand3b_1: 4
and2_1: 2
nor2_1: 6
mux2_2: 251
nand3_1: 1
buf_4: 4
nand2_1: 34
buf_6: 6
or3_1: 3
mux4_2: 128
nor2b_1: 4
dfrtp_1: 256
and3_1: 1
mux2_1: 1
buf_2: 31
buf_1: 3
nand2b_1: 2
nor2_2: 6
nor3b_2: 1
a22oi_1: 64
## cell usage in the layout (no fill, tap or decap), drive strengths merged, types with 3 or more instances in the layout
cell type / instances
nor2b: 4
clkbuf: 36
or3: 3
bufinv: 5
buf: 196
clkdlybuf4s50: 19
clkinv: 4
nand3b: 4
nor2: 12
mux2: 256
clkinvlp: 5
nand2: 34
a22oi: 64
mux4: 128
dfrtp: 256
No activity file was given, so power comes from the tool's default toggle rates.
